### run.sh
#!/bin/bash
# OpenROAD 26Q1-2900-gdf79404cd8, Yosys 0.63+post, stock flow scripts
make -C /OpenROAD-flow-scripts/flow DESIGN_CONFIG=/design/flow/config.mk WORK_HOME=/design/flow/orfs finish
### design.v
`timescale 1ns / 1ps
module ClockDivider(
    input clk,
    input rst,
    output slowClk
    );
    reg[17:0] counter;
    always @ (posedge clk or posedge rst)
    begin
    if (rst)
    counter=6'b000000;
    else
    counter=counter+1; 
    end  
    assign slowClk=(counter<131072)?1'b1:1'b0;
endmodule
### constraint.sdc
current_design ClockDivider

set clk_period 2.5
set clk_io_pct 0.2

create_clock -name clk0 -period $clk_period [get_ports {clk}]

set non_clock_inputs [all_inputs -no_clocks]
set_input_delay [expr $clk_period * $clk_io_pct] -clock clk0 $non_clock_inputs
set_output_delay [expr $clk_period * $clk_io_pct] -clock clk0 [all_outputs]
### config.mk
export PLATFORM = sky130hd
export DESIGN_NAME = ClockDivider
export DESIGN_NICKNAME = ClockDivider
export VERILOG_FILES = /design/flow/design.v
export SDC_FILE = /design/flow/constraint.sdc
export NUM_CORES = 4
export LEC_CHECK = 1
export CORE_AREA = 10 10 86 86
export DIE_AREA = 0 0 96 96
==> flow_summary_export.csv <==
group,metric,value,unit
clocking,htree_levels,1,
grt,overflow,0,
worst_setup_path,critPathLaunchType,"flip-flop",
clocking,clockRootBuffer,"clkbuf_8",
finish,lay_top_count,"dfrtp_1",
synthesis,ys_chip_area,795,µm²
power_and_ir_drop,p_leak,0.000451,µW
clocking,clock_sinks,18,
worst_setup_path,criticalPathCategory,"reg -> out",
finish,final_cell_mix,"18 x dfrtp_1, 8 x xnor2_1, 8 x xor2_1, 6 x nand2_1",
finish,syn2layout_area_growth,19.1,%
clocking,cts_hold_buf,0,
synthesis,yosys_cells,64,
clocking,post-cts-setup-buffer-count,0,
synthesis,ys.flops,18,
sta,setup_ws,0.852,ns
clocking,clk_pin_slew,0.06,ns
place,placed_cell_area,905,µm²
worst_setup_path,required,2.00,ns
finish,finish.utilization,17.1,%
clocking,clk_latency,0.24,ns
die,die_w,96,µm
worst_setup_path,path_delay_family,"buffers and inverters",
die,core,5540,µm²
sta,skew,0.00259,ns
clocking,cts_tree,"yes",
power_and_ir_drop,vdd_drop_max,0.366,mV
sta,max_freq,0.607,GHz
sta,finalSetupTns,0,ns
worst_setup_path,reg2reg_depth,5,
clocking,clock_path_buffers,2,
worst_setup_path,cp.depth,2,
power_and_ir_drop,p_per_area,520,nW/µm²
finish,drive_above_1_share,11.6,%
sta,worstMarginPinSlew,0.641,ns
routing,ant_nets,0,
routing,vias,427,
sta,fin_crit_sh,65.9,%
worst_setup_path,critical_path.endpoint_type,"primary output",
place,hpwl,784,µm
grt,grt_pass1_vias,444,
hold_path,hp-class,"reg -> reg",
finish,fill_cells,608,
routing,drc,0,
finish,final_area,946,µm²
sta,maxSlewViolCount,0,
die,initCoreUtil,14.3,%
run_status,status,"completed",
worst_setup_path,path_cells,"inv_1 -> clkdlybuf4s50_1",
synthesis,synth_area_per_cell,12.4,µm²
routing,wl_per_cell,7.57,µm
hold_path,whs_path_depth,1,
routing,first_iter_violations,18,
synthesis,syn_area,795,µm²
routing,vias_per_cell,3.03,
synthesis,synthDistinctLibCells,19,
synthesis,syn_inst,64,
place,place_congestion,0.706,
grt,grt_start_max_net_pins,19,
place,io_buffers,2,
run,drv_cap,0,
die,fp-row-count,27,
grt,grt_usage,2.65,%
die,die_area,9220,µm²
worst_setup_path,slowest_delay,0.45,ns
worst_setup_path,critical_path_buf_inv_count,2,
routing,wirelength,1070,µm
sta,fin_crit,1.65,ns
sta,rsz0062_at_grt,"false",
place,dp_slack,1.05,ns
sta,hold_viol,0,
clocking,cts_buffers,3,
sta,finalSetupViolations,0,
routing,first_pass_iters,4,
clocking,cts_resized,0,
synthesis,synth_seq_share,56.7,%
grt,grt_antenna_before_repair,0,
run,tool_warnings,25,
synthesis,yosysWarnings,1,
routing,n_antenna_cell,0,
grt,grt_pass1_wl,2060,µm
sta,hold_ws,0.473,ns
finish,largest_reg_flops,18,
worst_setup_path,crit_slowest_cell,"clkdlybuf4s50_1",
sta,slew_headroom,57.2,%
die,die_h,96,µm
worst_setup_path,arrival,1.15,ns
worst_setup_path,path_max_fanout,2,
die,io_pins,3,
## cell usage after synthesis
| master | number | area [µm²] |
|---|---|---|
| dfrtp_1 | 18 | 450 |
| xnor2_1 | 8 | 70.1 |
| xor2_1 | 8 | 70.1 |
| nand2_1 | 6 | 22.5 |
| inv_1 | 4 | 15.0 |
| nand3_1 | 4 | 20.0 |
| nor2_1 | 4 | 15.0 |
| and3_1 | 1 | 6.26 |
| and4_1 | 1 | 8.76 |
| ha_1 | 1 | 12.5 |
| nand3_2 | 1 | 10.0 |
| nand3_4 | 1 | 17.5 |
| nand4_1 | 1 | 6.26 |
| nand4_4 | 1 | 21.3 |
| nor3_1 | 1 | 5.00 |
| nor3_2 | 1 | 10.0 |
| nor4_1 | 1 | 6.26 |
| nor4_4 | 1 | 21.3 |
| or2_1 | 1 | 6.26 |
## logic make-up after synthesis
group | share of synthesized area (%)
xor gates and xnor gates | 17.6
adders and majority gates | 1.57
buffers and inverters | 1.89
DFF | 56.7
and+or+nand+nor | 22.2
## path summary, 6_finish.rpt
path | slack (ns) | end | startpoint
setup / recovery | 0.85 | slowClk | counter[17]
hold / removal | 0.47 | counter[8] | counter[8]
setup reg to reg | 1.05 | counter[12] | counter[0]
hold reg to reg | 0.47 | counter[8] | counter[8]
max in group asynchronous | 1.45 | counter[2] | rst
min in group asynchronous | 0.64 | counter[13] | rst
## power by group
group | internal, µW | switching, µW
clock | 107 | 87.1
combinational | 1.45 | 5.28
sequential | 291 | 0
## cell type report
class	count	area [µm²]	share of cell area [%]
Multi-Input combinational cell	42	329	34.8
Timing Repair Buffer	2	20.0	2.12
Inverter	4	15.0	1.59
Sequential cell	18	450	47.6
Tap cell	72	90.1	9.52
Clock buffer	3	41.3	4.37
## per-layer routing
metal	GRT usage [%]	wire (µm)	part of all wire [%]	up-vias
li1	-	-	-	219
met1	4.07	522	49	200
met2	3.59	457	43	8
met3	1.02	86	8.1	0
met4	0.123	0	0	0
met5	0	0	0	-
## worst register-to-register path: cells and delay by family (launching register included)
family,cells,cell delay [ns]
AND/OR/NAND/NOR,3,0.60
adder cells (fa/ha/maj),1,0.22
XOR/XNOR,1,0.14
flip-flops,1,0.42
## stage by stage
stage / total power (µW) / std cells
CTS: 499 / 141
global route: 519 / 141
finish: 492 / 141
global placement: 304 / 138
floorplan: 301 / 64
detailed placement: 304 / 138
No activity file was given, so power comes from the tool's default toggle rates.
