$ cat design.v
`timescale 1ns / 1ps
module DFlipFlop(input clk,
                       rst,
                       D,
                output reg Q
    );
    always @ (posedge clk or posedge rst) 
    begin
     if (rst)
        Q <= 1'b0;
        else
        Q<=D;
    end
endmodule
module Debouncer        (input clk,
                              rst,
                              Sensor,
                        output Out);
  wire Q1,Q2;                      
 DFlipFlop DFlipFlopU0(clk,rst, Sensor,Q1 );
DFlipFlop DFlipFlopU1(clk,rst, Q1,Q2 ); 
assign Out =Q1 &~ Q2;
endmodule       
`timescale 1ns / 1ps
module DecoderPcount (bcd, dec); 
input [2:0]bcd; 
output reg [6:0]dec;
always@(bcd)
begin
	case(bcd)
	3'b000: dec = ~7'b1111110;  
	3'b001: dec = ~7'b0110000;  
	3'b010: dec = ~7'b1101101;  
	3'b011: dec = ~7'b1111001;  
	3'b100: dec = ~7'b0110011;  
	3'b101: dec = ~7'b1011011;  
	3'b110: dec = ~7'b1011111;  
	3'b111: dec = ~7'b1110000;  
	default : dec = ~7'b1111110;  
endcase
end 
endmodule
module DecoderWTime (WTime, Tens,Uints); 
input [4:0]WTime; 
output reg [6:0]Tens;
output reg [6:0]Uints;
always@(*)
begin
	Tens=~7'b1111110;
	case(WTime)
	5'b00000: Uints = ~7'b1111110;  
	5'b00001: Uints = ~7'b0110000;  
	5'b00010: Uints = ~7'b1101101;  
	5'b00011: Uints = ~7'b1111001;  
	5'b00100: Uints= ~7'b0110011;   
	5'b00101: Uints = ~7'b1011011;  
	5'b00110: Uints = ~7'b1011111;  
	5'b00111: Uints = ~7'b1110000;  
	5'b01000: Uints = ~7'b1111111;  
	5'b01001: Uints = ~7'b1111011;  
	5'b01010: begin
	          Tens =~7'b0110000 ; 
			  Uints =~ 7'b1111110;
			  end  
	5'b01011:begin Tens = ~7'b0110000;
			Uints = ~7'b0110000;
	end   
	5'b01100:begin Tens = ~7'b0110000;
			Uints = ~7'b1101101;
	end   
        5'b01101:begin Tens = ~7'b0110000;
				Uints = ~7'b1111001;
	end   
	5'b01110:begin Tens = ~7'b0110000; 
				Uints = ~7'b0110011;
	end   
	5'b01111:begin Tens = ~7'b0110000;
				Uints = ~7'b1011011;
	end   
	5'b10000:begin Tens = ~7'b0110000;
			Uints = ~7'b1011111;
	end   
	5'b10001:begin Tens = ~7'b0110000;
				Uints = ~7'b1110000;
	end   
	5'b10010:begin Tens = ~7'b0110000; 
			Uints = ~7'b1111111;
	end   
	5'b10011:begin Tens = ~7'b0110000; 
			Uints = ~7'b1111011;
	end   
	5'b10100:begin Tens = ~7'b1101101 ;
	Uints = ~ 7'b1111110;
	end 
 	5'b10101:begin Tens = ~7'b1101101 ;
	Uints = ~7'b0110000 ;
	end   
        5'b10110:begin Tens = ~7'b1101101  ;
		Uints = ~7'b1101101;
	end   
	5'b10111:begin Tens = ~7'b1101101 ;
	Uints = ~7'b1111001;
	end   
	5'b11000:begin Tens = ~7'b1101101 ;
	Uints = ~7'b0110011;
	end   
	5'b11001:begin Tens = ~7'b1101101 ;
	Uints = ~7'b1011011;
	end   
	5'b11010:begin Tens = ~7'b1101101 ;
	Uints = ~7'b1011111;
	end   
	5'b11011:begin Tens = ~7'b1101101 ;
	Uints = ~7'b1110000;
	end   
        5'b11100:begin Tens = ~7'b1101101  ;
		Uints =~7'b1111111;
	end   
	5'b11101:begin Tens = ~7'b1101101 ;
	Uints  = ~7'b1111011;
	end   
	5'b11110:begin Tens = ~7'b1111001 ;
	Uints = ~ 7'b1111110;
	end   
	5'b11111:begin Tens = ~7'b1111001 ;
	Uints = ~7'b0110000;
	end  
	default : Uints = ~7'b1111110;  
endcase
end 
endmodule
`timescale 1ns / 1ps
module FSM(
    input clk,
    input rst,
    input FSMIn,
    input FSMOut,
    output reg Up,
    output reg Down
    );
    parameter IDLE  = 3'b00,StateUp = 3'b01,StateDown = 3'b11 ;
     reg   [1:0]          state        ; 
     reg   [1:0]          next_state   ; 
    always @ (*)
    begin 
    next_state=2'b00;
    case(state)
    IDLE:if(FSMIn==1'b1 && FSMOut==1'b0)
         begin
         next_state=StateUp;
         end
         else if (FSMIn==1'b0 && FSMOut==1'b1)
         begin
         next_state=StateDown;
         end
         else
         begin
         next_state=IDLE;
         end
  StateUp :next_state=IDLE;
  StateDown :next_state=IDLE;
  default :next_state=IDLE;
    endcase
    end
    always @ (posedge clk or posedge rst)
  begin 
    if (rst) 
    begin
      state <= IDLE;  
    end 
    else
     begin
      state <=next_state;
    end
  end
    always @(posedge clk or posedge rst)
    begin
    if (rst)
    begin
    Up=1'b0;
    Down=1'b0;
    end
    else
    begin
    case(state)
    IDLE:begin
    Up=1'b0;
    Down=1'b0;
    end
    StateUp:begin
    Up=1'b1;
    Down=1'b0;
    end
    StateDown:
    begin
    Up=1'b0;
    Down=1'b1;
    end
    default:
    begin
    Up=1'b0;
    Down=1'b0;
    end
    endcase
    end
    end
        endmodule
`timescale 1ns / 1ps
module MemTCountOne(
    input clk,
    input [2:0] PCount,
    output reg [4:0]  WTimeOfTCountOne
    );
   always @(posedge clk)
   begin
   case (PCount)
   3'b000:WTimeOfTCountOne=5'b00000;
   3'b001:WTimeOfTCountOne=5'b00011;
   3'b010:WTimeOfTCountOne=5'b00110;
   3'b011:WTimeOfTCountOne=5'b01001;
   3'b100:WTimeOfTCountOne=5'b01100;
   3'b101:WTimeOfTCountOne=5'b01111;
   3'b110:WTimeOfTCountOne=5'b10010;
   3'b111:WTimeOfTCountOne=5'b10101;
   default:WTimeOfTCountOne=5'b00000;
   endcase 
   end
endmodule
`timescale 1ns / 1ps
module MemTCountThree(
    input clk,
    input [2:0] PCount,
    output reg [4:0]  WTimeOfTCountThree
    );
   always @(posedge clk)
   begin
   case (PCount)
   3'b000:WTimeOfTCountThree=5'b00010;
   3'b001:WTimeOfTCountThree=5'b00011;
   3'b010:WTimeOfTCountThree=5'b00100;
   3'b011:WTimeOfTCountThree=5'b00101;
   3'b100:WTimeOfTCountThree=5'b00110;
   3'b101:WTimeOfTCountThree=5'b00111;
   3'b110:WTimeOfTCountThree=5'b01000;
   3'b111:WTimeOfTCountThree=5'b01001;
   default:WTimeOfTCountThree=5'b00000;
   endcase 
   end
endmodule
`timescale 1ns / 1ps
module MemTCountTwo(
    input clk,
    input [2:0] PCount,
    output reg [4:0]  WTimeOfTCountTwo
    );
   always @(posedge clk)
   begin
   case (PCount)
   3'b000:WTimeOfTCountTwo=5'b00010;
   3'b001:WTimeOfTCountTwo=5'b00011;
   3'b010:WTimeOfTCountTwo=5'b00101;
   3'b011:WTimeOfTCountTwo=5'b00110;
   3'b100:WTimeOfTCountTwo=5'b01000;
   3'b101:WTimeOfTCountTwo=5'b01001;
   3'b110:WTimeOfTCountTwo=5'b01011;
   3'b111:WTimeOfTCountTwo=5'b01100;
   default:WTimeOfTCountTwo=5'b00000;
   endcase 
   end
endmodule
`timescale 1ns / 1ps
module QueueCounter(
    input clk,
    input rst,
    input Up,
    input Down,
    output [2:0] Pcount
    );
    reg [2:0] Counter;
    wire upDown;                           
    always @(posedge clk or posedge rst)           
    begin
        if(rst)
            begin
                Counter= 4'b0000;                   
            end
        else if (Up==1'b1 && Down==1'b0 && (Counter!=3'b111))  
            begin
                Counter = Counter + 4'b1;      
            end  
       else if(Up==1'b0 && Down==1'b1 && (Counter!=3'b000))  
            begin
              Counter = Counter - 4'b1;      
            end
        else
        begin
        Counter=Counter;
        end               
    end 
    assign Pcount=Counter;
endmodule
`timescale 1ns / 1ps
module ROM(
    input clk,
    input [2:0] PCount,
    input TellerOne,
    input TellerTwo,
    input TellerThree,
    output  [4:0] WTime
    );
    wire [1:0] TCount;
    wire [4:0] WTimeOfTCountOne,
                WTimeOfTCountTwo,
                  WTimeOfTCountThree;
      reg [4:0] WTimeReg;
     MemTCountOne MemTCountOneU0 (
     clk,
     PCount,
     WTimeOfTCountOne
    );
     MemTCountTwo MemTCountTwoU0 (
     clk,
     PCount,
     WTimeOfTCountTwo
    );
         MemTCountThree MemTCountThreeU0 (
     clk,
     PCount,
     WTimeOfTCountThree
    );
   always @(*)
  begin
    case (TCount)
      2'b00  : WTimeReg <= 5'b11111;
      2'b01  :  WTimeReg <= WTimeOfTCountOne;
      2'b10  :  WTimeReg <= WTimeOfTCountTwo;
      2'b11  :  WTimeReg <=WTimeOfTCountThree;
      default :  WTimeReg <= 5'b00000;
    endcase
  end    
    assign TCount=TellerOne+TellerTwo+TellerThree;
    assign WTime=WTimeReg;
endmodule
`timescale 1ns / 1ps
module SBqM(input clk,
            input      rst,
             input     SensorIn,
               input   SensorOut,
                 input TellerOne,
                 input TellerTwo,
                 input TellerThree,
             output Empty,
             output       Full,
              output      [6:0] WTimeTensSevenSegment, 
                  output  [6:0] WTimeUintsSevenSegment,  
                   output [6:0] PCountSevenSegment       
    );
    wire 
         In,
         Out,
         Up,
         Down;
    wire [2:0] Pcount;     
    wire [4:0] WTime;
    assign Empty =~(Pcount[2] | Pcount[1] | Pcount[0]); 
    assign Full=Pcount[2] & Pcount[1]& Pcount[0];
    Debouncer DebouncerSensorIn ( .clk(clk),
                              .rst(rst),
                              .Sensor(SensorIn),
                              .Out(In));
     Debouncer DebouncerSensorOut ( .clk(clk),
                              .rst(rst),
                              .Sensor(SensorOut),
                              .Out(Out)); 
       FSM Contoller (
     .clk(clk),
     .rst(rst),
     .FSMIn(In),
     .FSMOut(Out),
     .Up(Up),
      .Down(Down)
    );                            
     QueueCounter QueueCounterU0(
    . clk(clk),
    . rst(rst),
    . Up(Up),
    . Down(Down),
    . Pcount(Pcount)
    );     
     ROM ROMU0(
    . clk(clk),
    . PCount(Pcount),
    . TellerOne(TellerOne),
    . TellerTwo(TellerTwo),
    . TellerThree(TellerThree),
    .  WTime(WTime)
    );
     DecoderWTime DecoderWTimeU0 (
                                   .WTime(WTime),
                                    .Tens(WTimeTensSevenSegment),
                                    .Uints(WTimeUintsSevenSegment));
     DecoderPcount DecoderPcountU0 (Pcount, PCountSevenSegment);                                     
endmodule
$ cat run.sh
#!/bin/bash
# OpenROAD 26Q1-2900-gdf79404cd8, Yosys 0.63+post, stock flow scripts
make -C /OpenROAD-flow-scripts/flow DESIGN_CONFIG=/design/flow/config.mk WORK_HOME=/design/flow/orfs finish
$ cat config.mk
export PLATFORM = sky130hd
export DESIGN_NAME = SBqM
export DESIGN_NICKNAME = SBqM
export VERILOG_FILES = /design/flow/design.v
export SDC_FILE = /design/flow/constraint.sdc
export NUM_CORES = 4
export LEC_CHECK = 1
export CORE_AREA = 10 10 97 97
export DIE_AREA = 0 0 107 107
$ cat constraint.sdc
current_design SBqM

set clk_period 6.1
set clk_io_pct 0.2

create_clock -name clk0 -period $clk_period [get_ports {clk}]

set non_clock_inputs [all_inputs -no_clocks]
set_input_delay [expr $clk_period * $clk_io_pct] -clock clk0 $non_clock_inputs
set_output_delay [expr $clk_period * $clk_io_pct] -clock clk0 [all_outputs]
==> results.txt <==
Physical implementation

The end of the worst register-to-register path is QueueCounterU0.Counter[2]. The static power due to leakage is 0.816 nW. The final setup violation count is 0. According to the floorplan report, the total die area is 11400 µm². The count of pins on the block boundary is 30. Input and output buffers added on the ports amount to 28. The iteration tally of the first detailed-router pass is 4. Per the synth stats, the flop cell with the highest instance count is sky130_fd_sc_hd__dfrtp_1.

The script logs the ratio of routed vias to standard cells as 3.98. The worst hold path class is flip-flop to flip-flop. Counting flops and latches in the post-synthesis netlist gives 22. The stage-log warning count is 37.

In this run the register-to-register setup slack is 4.24 ns. The area of the core is 7290 µm². The register area share after synthesis is 33.6%.

The aggregate routed wire length is 3160 µm. The final tally of hold violations is 0. The number of antenna violations at the first check in global routing is 0. The share of async-settable or async-resettable flops after synthesis is 54.5%. The largest voltage drop on the vdd net is 0.000219 V. After floorplanning, the core was divided into 31 placement rows. The run reported a max-capacitance violation count of 0. In the floorplan report the effective utilization is 20.5%.

The synthesized area per cell is 9.17 µm². For this run, the chip area from Yosys synthesis comes to 1500 µm². The antenna violation net count after detailed routing is 0. The overall via count from detail_route is 1145. The number of antenna diodes in the final layout is 0.

Looking at the critical path, the highest net fanout was 12. The weighted congestion reported at the end of routability-driven placement is 0.873. For the worst reg-to-reg path, the startpoint reported by OpenROAD is QueueCounterU0.Counter[0]. The run finished with clean final reports.

The type of origin of the critical path is an input pin. For the worst setup path, the data arrival time is 4.51 ns. The clock-pin slew on the worst setup and hold paths is 0.07 ns.

Fill cells in the final layout number 795. Counting instances, the worst hold path has a depth of 0. Per the GRT congestion report, total overflow comes to 0.

The signed area change from the synthesized netlist to the final layout is 28.3%. The height of the die is 107 µm. The type of the worst setup path is input pin to output port.

The total DRC errors in the routed layout is 0. Setup repair after global routing left no endpoint under its margin. In this run, CTS created clock tree buffers numbering 3. Summing every instance area after synthesis gives 1500 µm². The final design utilization is 26.3%. The worst min-delay path startpoint is Contoller.state[2]. Counting every instance in the synthesized netlist gives 163. The clock tree from TritonCTS is built.

The count of H-tree levels built during CTS is 1. The horizontal die dimension reported for this design is 107 µm. The violation count after the first detailed-route iteration is 47. The wire length of the first global-routing pass is 5690 µm. The worst hold margin is 0.379 ns. The layout summary lists the proportion of cells stronger than drive strength 1 as 9.52%. The quantity of gates resized following cts is 0. The OpenROAD report gives the critical path a required time of 4.88 ns. The post-CTS setup buffer count is 0. Total power for the finished layout comes to 0.896 mW. The cell count in the Yosys report is 163. Total power normalized to cell area comes to 467 nW/µm². The distinct cell type count of the synthesized netlist is 45. In this run the clock root is driven by a sky130_fd_sc_hd__clkbuf_8. The worst min-delay path endpoint is Contoller.Down. Between clock sinks in the finished design, the worst skew comes to 0.000938 ns. The final timing report lists a max-slew violation count of 0. The clock sink count is 22.

The HPWL reported at the end of detailed placement is 2570 µm. The accumulated negative setup slack is 0 ns. Logic depth along the worst register-to-register path is recorded as 7. The total global routing track utilization is 5.80%. Static timing analysis puts the maximum clock frequency at 0.174 GHz. Yosys printed 9 warnings. The time the worst path needs with I/O delays and setup is 5.73 ns. The worst-skew pair later-pin latency is 0.25 ns. TritonRoute output was used to compute an average wire per cell of 11.0 µm. The clock passes through at most 2 buffers. The count of hold buffers inserted by post-cts repair is 0. The largest net degree at the start of global routing is 18. The fraction of the cycle the final worst path needs is 94.0%. The synthesized design contains 0 enable-type register cells.

The number of global-route vias before repair is 1185. The worst setup path is captured at an output port.
## registers in the layout (all words and copies together) (netlist names)
register                                   count
Contoller.state                                3
ROMU0.MemTCountThreeU0.WTimeOfTCountThree      3
ROMU0.MemTCountOneU0.WTimeOfTCountOne          3
Contoller.Up                                   1
QueueCounterU0.Counter                         3
DebouncerSensorOut.DFlipFlopU1.Q               1
ROMU0.MemTCountTwoU0.WTimeOfTCountTwo          4
DebouncerSensorOut.DFlipFlopU0.Q               1
DebouncerSensorIn.DFlipFlopU0.Q                1
Contoller.Down                                 1
DebouncerSensorIn.DFlipFlopU1.Q                1
## stage by stage
stage               std cells  worst slack (ns)  instance area (µm²)
global placement          284             0.449                 1860
global route              288             0.152                 1920
detailed placement        284             0.359                 1860
CTS                       288             0.358                 1920
floorplan                 163              1.60                 1500
finish                    288             0.366                 1920
## power breakdown
group / switching (mW) / total, mW / internal, mW
combinational: 0.244 / 0.554 / 0.310
clock: 0.0416 / 0.0990 / 0.0574
sequential: 0.0500 / 0.244 / 0.194
total: 0.336 / 0.896 / 0.561
## layout by cell type, fill, tap and decap left out, types with 2 or more instances in the layout
cell type and n:
sky130_fd_sc_hd__mux2i_1 6, sky130_fd_sc_hd__fa_1 2, sky130_fd_sc_hd__o21ai_2 2, sky130_fd_sc_hd__xnor2_1 2, sky130_fd_sc_hd__dfrtp_1 11, sky130_fd_sc_hd__nor2b_1 5
sky130_fd_sc_hd__o21ai_0 8, sky130_fd_sc_hd__nor2_1 14, sky130_fd_sc_hd__nand4_1 2, sky130_fd_sc_hd__ha_1 16, sky130_fd_sc_hd__inv_1 14, sky130_fd_sc_hd__o21ai_1 5
sky130_fd_sc_hd__mux2_2 3, sky130_fd_sc_hd__clkbuf_8 4, sky130_fd_sc_hd__nand2_1 10, sky130_fd_sc_hd__a221o_1 3, sky130_fd_sc_hd__a21oi_1 7, sky130_fd_sc_hd__nor3_1 5
sky130_fd_sc_hd__nand2b_1 4, sky130_fd_sc_hd__dfxtp_1 10, sky130_fd_sc_hd__a32o_1 2, sky130_fd_sc_hd__clkdlybuf4s50_1 28, sky130_fd_sc_hd__and2_1 5
## cell families (layout without fill, tap and decap cells)
group,after synthesis,in the layout,share of synthesized area (%)
AND/OR/NAND/NOR,51,51,17.2
AND-OR/OR-AND,36,36,17.1
adder cells (fa/ha/maj),18,18,16.1
XOR/XNOR,2,2,1.17
flip-flops,22,22,33.6
other,1,1,0.251
multiplexers,10,10,7.78
buffers and inverters,23,49,6.94
## synthesized netlist by cell type (2+ instances only)
library cell	instances	share of area, %
sky130_fd_sc_hd__nor2_1	14	3.5
sky130_fd_sc_hd__nand2_1	10	2.5
sky130_fd_sc_hd__nand4_1	2	0.84
sky130_fd_sc_hd__o21ai_1	5	1.7
sky130_fd_sc_hd__a32o_1	2	1.3
sky130_fd_sc_hd__nor3_1	5	1.7
sky130_fd_sc_hd__and2_1	5	2.1
sky130_fd_sc_hd__mux2i_1	6	4.0
sky130_fd_sc_hd__buf_2	2	0.67
sky130_fd_sc_hd__buf_4	2	1.0
sky130_fd_sc_hd__nor2b_1	5	2.1
sky130_fd_sc_hd__ha_1	16	13
sky130_fd_sc_hd__o21ai_2	2	1.2
sky130_fd_sc_hd__xnor2_1	2	1.2
sky130_fd_sc_hd__clkbuf_1	2	0.50
sky130_fd_sc_hd__dfrtp_1	11	18
sky130_fd_sc_hd__o21ai_0	8	2.7
sky130_fd_sc_hd__a221o_1	3	2.0
sky130_fd_sc_hd__dfxtp_1	10	13
sky130_fd_sc_hd__nand2b_1	4	1.7
sky130_fd_sc_hd__fa_1	2	2.7
sky130_fd_sc_hd__inv_1	14	3.5
sky130_fd_sc_hd__a21oi_1	7	2.3
sky130_fd_sc_hd__mux2_2	3	2.3
## worst max-delay path, cell delays in order
cell and delay (ns):
sky130_fd_sc_hd__clkdlybuf4s50_1 0.45, sky130_fd_sc_hd__inv_1 0.05, sky130_fd_sc_hd__fa_1 0.63, sky130_fd_sc_hd__mux2i_1 0.24, sky130_fd_sc_hd__mux2i_4 0.34, sky130_fd_sc_hd__ha_1 0.34
sky130_fd_sc_hd__nor2b_1 0.07, sky130_fd_sc_hd__o21ai_0 0.14, sky130_fd_sc_hd__o21ai_0 0.10, sky130_fd_sc_hd__a221o_1 0.35, sky130_fd_sc_hd__o21ai_1 0.09, sky130_fd_sc_hd__clkdlybuf4s50_1 0.50
## per-layer routing
metal | routed length [µm] | share of wire [%] | global-route usage, % | vias up
met2 | 1470 | 47 | 10.0 | 29
met4 | 6 | 0.19 | 0.580 | 0
met1 | 1380 | 44 | 6.89 | 511
li1 | - | - | - | 603
met3 | 294 | 9.3 | 2.30 | 2
met5 | 0 | 0 | 0 | -
## area by class of cell
type	count	area [µm²]	share of cell area, %
tap	99	124	6.46
sequential	22	502	26.2
inverter	16	60.1	3.13
clock buffer	4	55.1	2.87
timing repair buffer	29	288	15.0
multi-input combinational	118	890	46.4
## worst max path at each step
stage              from                        end  slack [ns]  cells after the start
finish        TellerOne  WTimeUintsSevenSegment[3]        0.37                     12
global route  TellerOne  WTimeUintsSevenSegment[3]        0.15                     12
CTS           TellerOne  WTimeUintsSevenSegment[3]        0.36                     12
Power is estimated from default activity; no workload was simulated.
